==> design/flow/design.v <==
module main(clk, rst, d0, d1, d2, d3, d4, d5, d6, d7, row, col0, col1, action0, action1, action2, t_busy, r_busy, t_cell0, t_cell1, t_cell2, t_cell3, t_cell4, t_cell5, t_cell6, t_cell7, r_cell0, r_cell1, r_cell2, r_cell3, r_cell4, r_cell5, r_cell6, r_cell7);
input clk;
input rst;
input d0, d1, d2, d3, d4, d5, d6, d7;
input row;
input col0, col1;
input action0, action1, action2;
output t_busy, r_busy;
output t_cell0, t_cell1, t_cell2, t_cell3, t_cell4, t_cell5, t_cell6, t_cell7;
output r_cell0, r_cell1, r_cell2, r_cell3, r_cell4, r_cell5, r_cell6, r_cell7;
wire tx_wire;
transmitter tx_inst(
    clk,
    rst,
    d0, d1, d2, d3, d4, d5, d6, d7,
    row,
    col0, col1,
    action0, action1, action2,
    tx_wire,
    t_busy,
    t_cell0, t_cell1, t_cell2, t_cell3, t_cell4, t_cell5, t_cell6, t_cell7
);
receiver rx_inst(
    clk,
    rst,
    row,
    col0, col1,
    action0, action1, action2,
    tx_wire,
    r_busy,
    r_cell0, r_cell1, r_cell2, r_cell3, r_cell4, r_cell5, r_cell6, r_cell7
);
endmodule
module receiver(clk, rst, row, col0, col1, action0, action1, action2, rx, busy, cell0, cell1, cell2, cell3, cell4, cell5, cell6, cell7);
input clk;
input rst;
input row;
input col0, col1;
input action0, action1, action2;
input rx;
output busy;
output cell0, cell1, cell2, cell3, cell4, cell5, cell6, cell7;
reg busy;
reg cell0, cell1, cell2, cell3, cell4, cell5, cell6, cell7;
parameter W = 8;
parameter DIV = 3;
parameter PAR = 0;
wire [1:0] col = {col1, col0};
wire [2:0] action = {action2, action1, action0};
reg [7:0] M00, M01, M02, M03;
reg [7:0] M10, M11, M12, M13;
wire [7:0] cell_val;
assign cell_val = (row == 0) ? 
                  (col == 0) ? M00 :
                  (col == 1) ? M01 :
                  (col == 2) ? M02 : M03
                : (col == 0) ? M10 :
                  (col == 1) ? M11 :
                  (col == 2) ? M12 : M13;
always @(cell_val) begin
    {cell7, cell6, cell5, cell4, cell3, cell2, cell1, cell0} = cell_val;
end
reg [2:0] state;
reg [7:0] bit_counter;
reg [7:0] div_counter;
reg [7:0] shift_reg;
reg [2:0] cells_received;
reg [2:0] cells_to_receive;
reg [1:0] rx_row;
reg [1:0] rx_col;
reg [2:0] rx_action;
parameter IDLE = 0;
parameter DETECT_START = 1;
parameter RECEIVE_DATA = 2;
parameter RECEIVE_PARITY = 3;
parameter RECEIVE_STOP = 4;
parameter SAVE_CELL = 5;
parameter NEXT_RX_CELL = 6;
always @(posedge clk or posedge rst) begin
    if (rst) begin
        M00 <= 0; M01 <= 0; M02 <= 0; M03 <= 0;
        M10 <= 0; M11 <= 0; M12 <= 0; M13 <= 0;
        busy <= 0;
        state <= IDLE;
        bit_counter <= 0;
        div_counter <= 0;
        cells_received <= 0;
    end else begin
        case (state)
            IDLE: begin
                busy <= 0;
                bit_counter <= 0;
                div_counter <= 0;
                if (rx == 0) begin  
                    busy <= 1;
                    state <= DETECT_START;
                    rx_row <= row;
                    rx_col <= col;
                    rx_action <= action;
                    case (action)
                        2: cells_to_receive <= 1;
                        3: cells_to_receive <= 4;
                        4: cells_to_receive <= 2;
                        5: cells_to_receive <= 8;
                        default: cells_to_receive <= 0;
                    endcase
                end
            end
            DETECT_START: begin
                if (div_counter == (DIV/2) - 1) begin
                    div_counter <= 0;
                    state <= RECEIVE_DATA;
                end else begin
                    div_counter <= div_counter + 1;
                end
            end
            RECEIVE_DATA: begin
                if (div_counter == DIV - 1) begin
                    div_counter <= 0;
                    shift_reg[bit_counter] <= rx;
                    if (bit_counter == 7) begin
                        bit_counter <= 0;
                        if (PAR == 0) begin
                            state <= RECEIVE_STOP;
                        end else begin
                            state <= RECEIVE_PARITY;
                        end
                    end else begin
                        bit_counter <= bit_counter + 1;
                    end
                end else begin
                    div_counter <= div_counter + 1;
                end
            end
            RECEIVE_PARITY: begin
                if (div_counter == DIV - 1) begin
                    div_counter <= 0;
                    state <= RECEIVE_STOP;
                end else begin
                    div_counter <= div_counter + 1;
                end
            end
            RECEIVE_STOP: begin
                if (div_counter == DIV - 1) begin
                    div_counter <= 0;
                    state <= SAVE_CELL;
                end else begin
                    div_counter <= div_counter + 1;
                end
            end
            SAVE_CELL: begin
                case ({rx_row, rx_col})
                    3'b000: M00 <= shift_reg;
                    3'b001: M01 <= shift_reg;
                    3'b010: M02 <= shift_reg;
                    3'b011: M03 <= shift_reg;
                    3'b100: M10 <= shift_reg;
                    3'b101: M11 <= shift_reg;
                    3'b110: M12 <= shift_reg;
                    3'b111: M13 <= shift_reg;
                endcase
                cells_received <= cells_received + 1;
                if (cells_received + 1 >= cells_to_receive) begin
                    state <= IDLE;
                end else begin
                    state <= NEXT_RX_CELL;
                end
            end
            NEXT_RX_CELL: begin
                case (rx_action)
                    3: begin
                        if (rx_col == 3) begin
                            rx_col <= 0;
                        end else begin
                            rx_col <= rx_col + 1;
                        end
                    end
                    4: begin
                        if (rx_row == 1) begin
                            rx_row <= 0;
                        end else begin
                            rx_row <= rx_row + 1;
                        end
                    end
                    5: begin
                        if (rx_col == 3) begin
                            rx_col <= 0;
                            if (rx_row == 1) begin
                                rx_row <= 0;
                            end else begin
                                rx_row <= rx_row + 1;
                            end
                        end else begin
                            rx_col <= rx_col + 1;
                        end
                    end
                endcase
                state <= DETECT_START;
            end
            default: begin
                state <= IDLE;
            end
        endcase
    end
end
endmodule
module transmitter(clk, rst, d0, d1, d2, d3, d4, d5, d6, d7, row, col0, col1, action0, action1, action2, tx, busy, cell0, cell1, cell2, cell3, cell4, cell5, cell6, cell7);
input clk;
input rst;
input d0, d1, d2, d3, d4, d5, d6, d7;
input row;
input col0, col1;
input action0, action1, action2;
output tx;
output busy;
output cell0, cell1, cell2, cell3, cell4, cell5, cell6, cell7;
reg tx;
reg busy;
reg cell0, cell1, cell2, cell3, cell4, cell5, cell6, cell7;
parameter W = 8;
parameter DIV = 3;
parameter PAR = 0;
wire [7:0] d = {d7, d6, d5, d4, d3, d2, d1, d0};
wire [1:0] col = {col1, col0};
wire [2:0] action = {action2, action1, action0};
reg [7:0] M00, M01, M02, M03;
reg [7:0] M10, M11, M12, M13;
wire [7:0] cell_val;
assign cell_val = (row == 0) ? 
                  (col == 0) ? M00 :
                  (col == 1) ? M01 :
                  (col == 2) ? M02 : M03
                : (col == 0) ? M10 :
                  (col == 1) ? M11 :
                  (col == 2) ? M12 : M13;
always @(cell_val) begin
    {cell7, cell6, cell5, cell4, cell3, cell2, cell1, cell0} = cell_val;
end
reg [2:0] state;
reg [7:0] bit_counter;
reg [7:0] div_counter;
reg [7:0] shift_reg;
reg parity_bit;
reg [1:0] tx_row;
reg [1:0] tx_col;
reg [2:0] tx_action;
reg [3:0] cells_to_send;
reg [3:0] cells_sent;
wire [7:0] data_to_send;
assign data_to_send = 
    (tx_row == 0) ? 
        (tx_col == 0) ? M00 :
        (tx_col == 1) ? M01 :
        (tx_col == 2) ? M02 : M03
    : (tx_col == 0) ? M10 :
        (tx_col == 1) ? M11 :
        (tx_col == 2) ? M12 : M13;
parameter IDLE = 0;
parameter START_BIT = 1;
parameter DATA_BITS = 2;
parameter PARITY_BIT = 3;
parameter STOP_BIT = 4;
parameter NEXT_CELL = 5;
always @(posedge clk or posedge rst) begin
    if (rst) begin
        M00 <= 0; M01 <= 0; M02 <= 0; M03 <= 0;
        M10 <= 0; M11 <= 0; M12 <= 0; M13 <= 0;
        tx <= 1;
        busy <= 0;
        state <= IDLE;
        bit_counter <= 0;
        div_counter <= 0;
        cells_sent <= 0;
        tx_row <= 0;
        tx_col <= 0;
    end else begin
        case (state)
            IDLE: begin
                tx <= 1;
                busy <= 0;
                bit_counter <= 0;
                div_counter <= 0;
                cells_sent <= 0;
                if (action == 1) begin
                    case ({row, col})
                        3'b000: M00 <= d;
                        3'b001: M01 <= d;
                        3'b010: M02 <= d;
                        3'b011: M03 <= d;
                        3'b100: M10 <= d;
                        3'b101: M11 <= d;
                        3'b110: M12 <= d;
                        3'b111: M13 <= d;
                    endcase
                end else if (action >= 2 && action <= 5) begin
                    busy <= 1;
                    tx_action <= action;
                    case (action)
                        2: begin
                            cells_to_send <= 1;
                            tx_row <= row;
                            tx_col <= col;
                        end
                        3: begin
                            cells_to_send <= 4;
                            tx_row <= row;
                            tx_col <= 0;
                        end
                        4: begin
                            cells_to_send <= 2;
                            tx_row <= 0;
                            tx_col <= col;
                        end
                        5: begin
                            cells_to_send <= 8;
                            tx_row <= 0;
                            tx_col <= 0;
                        end
                    endcase
                    state <= START_BIT;
                    tx <= 0;
                end
            end
            START_BIT: begin
                if (div_counter == DIV - 1) begin
                    div_counter <= 0;
                    state <= DATA_BITS;
                    shift_reg <= data_to_send;
                end else begin
                    div_counter <= div_counter + 1;
                end
            end
            DATA_BITS: begin
                if (div_counter == DIV - 1) begin
                    div_counter <= 0;
                    tx <= shift_reg[0];
                    shift_reg <= {1'b0, shift_reg[7:1]};
                    if (bit_counter == 7) begin
                        bit_counter <= 0;
                        if (PAR == 0) begin
                            state <= STOP_BIT;
                        end else begin
                            state <= PARITY_BIT;
                            if (PAR == 1) begin
                                parity_bit <= ^data_to_send;
                            end else begin
                                parity_bit <= ~(^data_to_send);
                            end
                        end
                    end else begin
                        bit_counter <= bit_counter + 1;
                    end
                end else begin
                    div_counter <= div_counter + 1;
                end
            end
            PARITY_BIT: begin
                if (div_counter == DIV - 1) begin
                    div_counter <= 0;
                    tx <= parity_bit;
                    state <= STOP_BIT;
                end else begin
                    div_counter <= div_counter + 1;
                end
            end
            STOP_BIT: begin
                if (div_counter == DIV - 1) begin
                    div_counter <= 0;
                    tx <= 1;
                    cells_sent <= cells_sent + 1;
                    if (cells_sent + 1 >= cells_to_send) begin
                        state <= IDLE;
                    end else begin
                        state <= NEXT_CELL;
                    end
                end else begin
                    div_counter <= div_counter + 1;
                end
            end
            NEXT_CELL: begin
                case (tx_action)
                    3: begin
                        if (tx_col == 3) begin
                            tx_col <= 0;
                        end else begin
                            tx_col <= tx_col + 1;
                        end
                    end
                    4: begin
                        if (tx_row == 1) begin
                            tx_row <= 0;
                        end else begin
                            tx_row <= tx_row + 1;
                        end
                    end
                    5: begin
                        if (tx_col == 3) begin
                            tx_col <= 0;
                            if (tx_row == 1) begin
                                tx_row <= 0;
                            end else begin
                                tx_row <= tx_row + 1;
                            end
                        end else begin
                            tx_col <= tx_col + 1;
                        end
                    end
                endcase
                state <= START_BIT;
                tx <= 0;
            end
            default: begin
                state <= IDLE;
            end
        endcase
    end
end
endmodule
==> design/flow/run.sh <==
#!/bin/bash
# OpenROAD 26Q1-2900-gdf79404cd8, Yosys 0.63+post, stock flow scripts
make -C /OpenROAD-flow-scripts/flow DESIGN_CONFIG=/design/flow/config.mk WORK_HOME=/design/flow/orfs finish
==> design/flow/config.mk <==
export PLATFORM = sky130hd
export DESIGN_NAME = main
export DESIGN_NICKNAME = main
export VERILOG_FILES = /design/flow/design.v
export SDC_FILE = /design/flow/constraint.sdc
export NUM_CORES = 4
export LEC_CHECK = 1
export CORE_UTILIZATION = 40
==> design/flow/constraint.sdc <==
current_design main

set clk_period 3.0
set clk_io_pct 0.2

create_clock -name clk0 -period $clk_period [get_ports {clk}]

set non_clock_inputs [all_inputs -no_clocks]
set_input_delay [expr $clk_period * $clk_io_pct] -clock clk0 $non_clock_inputs
set_output_delay [expr $clk_period * $clk_io_pct] -clock clk0 [all_outputs]
==> changes_impl.md <==
### Changed

* Port Buffers at 33
* Placed Cells at 1295
* Top cells by area: dfrtp_1 (41%), mux2_2 (16%), edfxtp_1 (8.9%), mux4_2 (7.3%), ha_1 (3.0%)
* Drt pass-1 iters at 6
* Clk slew on worst S/H paths at 0.05 ns
* Critical-path cell list: buf_2 -> nor2b_2 -> buf_12 -> mux4_2 -> mux2_2 -> clkdlybuf4s50_1
* Largest net degree at the start of global routing at 132
* Critical path startpoint category: input pin
* Max Root-Sink Buffers at 3
* Max stage delay cell, worst path: mux4_2
* Peak VDD IR at 329 uV
* Cell Area, Synth at 0.0111 mm^2
* Overflow after GRT at 0
* Vias at 7196
* Hold buffers post-CTS at 0
* Clock root buffer: clkbuf_16
* Num rows at 60
* Seq share, synth at 0.506
* DRC violation total after the first TritonRoute iteration at 546
* Final-report hold violation count at 0
* Drt drc at 0
* FMAX at 0.348 GHz
* Total leakage power at 5.74 nW
* Worst setup margin at 0.127 ns
* CTS tree: yes
* Worst min-delay path class: reg2reg
* Core region area at 0.0271 mm^2
* Worst Tran Pin Value at 0.907 ns
* Yosys chip area at 0.0111 mm^2
* Fin. max-slew vios at 0
* Synth Instances at 902
* Setup WS pre-CTS at 0.123 ns
* Post-CTS setup buffer count at 0
* Flops after synth at 218
* Max_cap viols at 0
* Inserted Clock Buffers at 25
* Worst Setup End Kind: output pin
* Clock Latency Late Sink at 0.51 ns
* Register-to-register setup slack at 0.52 ns
* Share of cells above drive strength 1 at 0.287
* Die X-Extent at 169 um
* Max_slew headroom at 0.395
* # diodes at 0
* P&R area growth vs syn at 15.2%
* Vias in the first global route at 7212
* Initial antenna violation count at 1
* Post-cts resize count at 0
* Synth Warn # at 3
* Post-synth ARST share at 0.849
* Top Layout Cells: dfrtp_1 (182), mux2_2 (156), nand2_1 (83)
* Layout Cells excl Fill at 1340
* Arrival time worst endpoint at 2.27 ns
* Count of library flops with an enable pin at 33
* Chip height at 169 um
* Hold Path Depth at 1
* Io pins at 34
* Most used flip-flop cell after synthesis: dfrtp_1
* Crit path largest cell delay at 0.50 ns
* Pwr Density at 547 mW/mm^2
* DRT antenna net count at 0
* Most used logic cell in the final layout: dfrtp_1
* Overall Global Routing Usage at 0.180
* First-pass GRT wire length at 38900 um
* Fin crit share at 0.958
* Setup TNS at 0 ns
* Top cell area share at 0.410
* Setup skew after layout at 0.00748 ns
* Avg WL per Cell at 17.3 um
* DR vias/cell at 5.37
* Area leader, netlist: dfrtp_1
* Critical Setup Path Class: in2out
* Initial Utilization at 0.410
* Gpl congestion at 0.787
* Clk sink count at 218
* Total die size at 0.0284 mm^2
* Worst reg-to-reg path cell count at 7
* Netlist cell types at 58
* Final setup fails at 0
* CP max FO at 12
* Tool warnings at 39
* Ys cells at 902
* H-tree Lvls at 1
* Result of the run: finished, final reports clean
* Tmin final at 2.87 ns
* Syn avg cell area at 12.3 um^2
* RSZ-0062 raised after global routing: no
* CP Data Required Time at 2.40 ns
* Post-Route WL at 23100 um
* Post-DP HPWL at 14900 um
[layer usage]
| layer | share of wire | vias to the layer above | wire [um] | global-route usage |
|---|---|---|---|---|
| li1 | - | 3432 | - | - |
| met1 | 0.46 | 3589 | 10600 | 0.278 |
| met2 | 0.47 | 145 | 10800 | 0.275 |
| met3 | 0.058 | 28 | 1340 | 0.0486 |
| met4 | 0.017 | 2 | 382 | 0.0249 |
| met5 | 0.00056 | - | 13 | 0 |
[worst paths after layout]
| path | start | endpoint |
|---|---|---|
| worst max-delay path | col0 | r_cell0 |
| worst min-delay path | tx_inst.busy | tx_inst.busy |
| worst max register to register | rx_inst.bit_counter[1] | rx_inst.shift_reg[7] |
| worst min register to register | tx_inst.busy | tx_inst.busy |
| max in group asynchronous | rst | rx_inst.M11[1] |
| min in group asynchronous | rst | tx_inst.state[4] |
[per-stage QoR]
step | area (um^2) | util | hold slack [ns] | total power [mW]
2_1_floorplan | 11100 | - | 0.428 | 3.89
3_3_place_gp | 12000 | 0.443 | 0.464 | 4.18
3_5_place_dp | 12000 | 0.443 | 0.476 | 4.19
4_1_cts | 12800 | 0.472 | 0.488 | 7.10
5_1_grt | 12800 | 0.472 | 0.507 | 7.33
6_report | 12800 | 0.472 | 0.479 | 7.00
[synth_stat cells, types with 20 or more instances]
library cell,count
dfrtp_1,182
clkbuf_1,26
inv_1,26
o21ai_0,46
mux4_2,36
ha_1,27
mux2_2,156
a21oi_1,20
nand3_1,35
nand2_1,83
nor2_1,37
edfxtp_1,33
[critical path: cells and delay by family]
| kind | cells | cell delay [ns] |
|---|---|---|
| buffers and inverters | 3 | 0.72 |
| and+or+nand+nor | 1 | 0.15 |
| muxes | 2 | 0.80 |
[layout make-up]
| type | instances | area [um^2] |
|---|---|---|
| clock buffer | 39 | 748 |
| clock inverter | 6 | 37.5 |
| multi-input combinational | 614 | 5210 |
| timing repair buffer | 65 | 606 |
| fill | 2418 | 14300 |
| sequential | 218 | 5620 |
| tap | 372 | 465 |
| inverter | 26 | 101 |
[report_power, final]
group / switching (mW) / total (mW) / internal [mW]
clock network: 1.17 / 2.88 / 1.71
registers: 0.107 / 3.23 / 3.12
logic: 0.539 / 0.891 / 0.352
total: 1.82 / 7.00 / 5.18
[cells by family after synthesis]
group | synth area share
AND-OR/OR-AND | 0.0805
XOR/XNOR | 0.0110
adder cells (fa/ha/maj) | 0.0304
buffers and inverters | 0.0249
flip-flops | 0.506
multiplexers | 0.243
AND/OR/NAND/NOR | 0.104
Power is estimated from default activity; no workload was simulated.
