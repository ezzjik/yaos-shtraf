==> run.sh <==
#!/bin/bash
# OpenROAD 26Q1-2900-gdf79404cd8, Yosys 0.63+post, stock flow scripts
make -C /OpenROAD-flow-scripts/flow DESIGN_CONFIG=/design/flow/config.mk WORK_HOME=/design/flow/orfs finish
==> config.mk <==
export PLATFORM = sky130hd
export DESIGN_NAME = transmitter_fsm
export DESIGN_NICKNAME = transmitter_fsm
export VERILOG_FILES = /design/flow/design.v
export SDC_FILE = /design/flow/constraint.sdc
export NUM_CORES = 4
export LEC_CHECK = 1
export CORE_UTILIZATION = 30
==> constraint.sdc <==
current_design transmitter_fsm

set clk_period 2.8
set clk_io_pct 0.2

create_clock -name clk0 -period $clk_period [get_ports {clk}]

set non_clock_inputs [all_inputs -no_clocks]
set_input_delay [expr $clk_period * $clk_io_pct] -clock clk0 $non_clock_inputs
set_output_delay [expr $clk_period * $clk_io_pct] -clock clk0 [all_outputs]
==> design.v <==
module transmitter_fsm(clk, rst, d0, d1, d2, d3, d4, d5, d6, d7, row, col0, col1, action0, action1, action2, tx, busy, cell0, cell1, cell2, cell3, cell4, cell5, cell6, cell7);
input clk;
input rst;
input d0, d1, d2, d3, d4, d5, d6, d7;
input row;
input col0, col1;
input action0, action1, action2;
output tx;
output busy;
output cell0, cell1, cell2, cell3, cell4, cell5, cell6, cell7;
reg [2:0] cu_state;
reg [2:0] cu_next_state;
reg cu_load_matrix;
reg cu_start_transmission;
reg cu_load_shift_reg;
reg cu_shift_enable;
reg cu_update_bit_counter;
reg cu_update_div_counter;
reg cu_update_cell_indices;
reg cu_reset_counters;
reg cu_calculate_parity;
reg cu_set_tx_start;
reg cu_set_tx_data;
reg cu_set_tx_parity;
reg cu_set_tx_stop;
reg cu_set_busy;
reg cu_clear_busy;
parameter CU_IDLE        = 3'd0;
parameter CU_START_BIT   = 3'd1;
parameter CU_DATA_BITS   = 3'd2;
parameter CU_PARITY_BIT  = 3'd3;
parameter CU_STOP_BIT    = 3'd4;
parameter CU_NEXT_CELL   = 3'd5;
reg [7:0] dp_M00, dp_M01, dp_M02, dp_M03;
reg [7:0] dp_M10, dp_M11, dp_M12, dp_M13;
reg [7:0] dp_shift_reg;
reg [7:0] dp_bit_counter;
reg [7:0] dp_div_counter;
reg dp_parity_bit;
reg [1:0] dp_tx_row;
reg [1:0] dp_tx_col;
reg [2:0] dp_tx_action;
reg [3:0] dp_cells_to_send;
reg [3:0] dp_cells_sent;
reg dp_tx;
reg dp_busy;
reg [7:0] dp_cell;
wire dp_div_max = (dp_div_counter == 8'd2);   
wire dp_bit_max = (dp_bit_counter == 8'd7);   
wire dp_cells_done = (dp_cells_sent >= dp_cells_to_send);
wire [7:0] dp_d = {d7, d6, d5, d4, d3, d2, d1, d0};
wire [1:0] dp_col = {col1, col0};
wire [2:0] dp_action = {action2, action1, action0};
parameter W = 8;
parameter DIV = 3;
parameter PAR = 0;
always @(*) begin
    cu_load_matrix = 0;
    cu_start_transmission = 0;
    cu_load_shift_reg = 0;
    cu_shift_enable = 0;
    cu_update_bit_counter = 0;
    cu_update_div_counter = 0;
    cu_update_cell_indices = 0;
    cu_reset_counters = 0;
    cu_calculate_parity = 0;
    cu_set_tx_start = 0;
    cu_set_tx_data = 0;
    cu_set_tx_parity = 0;
    cu_set_tx_stop = 0;
    cu_set_busy = 0;
    cu_clear_busy = 0;
    cu_next_state = cu_state;
    case (cu_state)
        CU_IDLE: begin
            cu_clear_busy = 1;
            cu_reset_counters = 1;
            if (dp_action == 3'd1) begin
                cu_load_matrix = 1;
            end
            else if (dp_action >= 3'd2 && dp_action <= 3'd5) begin
                cu_start_transmission = 1;
                cu_set_busy = 1;
                cu_next_state = CU_START_BIT;
            end
        end
        CU_START_BIT: begin
            cu_set_busy = 1;
            cu_set_tx_start = 1;
            if (dp_div_max) begin
                cu_load_shift_reg = 1;
                cu_next_state = CU_DATA_BITS;
            end
            else begin
                cu_update_div_counter = 1;
            end
        end
        CU_DATA_BITS: begin
            cu_set_busy = 1;
            cu_set_tx_data = 1;
            if (dp_div_max) begin
                cu_shift_enable = 1;
                if (dp_bit_max) begin
                    if (PAR == 0) begin
                        cu_next_state = CU_STOP_BIT;
                    end
                    else begin
                        cu_calculate_parity = 1;
                        cu_next_state = CU_PARITY_BIT;
                    end
                end
                else begin
                    cu_update_bit_counter = 1;
                end
            end
            else begin
                cu_update_div_counter = 1;
            end
        end
        CU_PARITY_BIT: begin
            cu_set_busy = 1;
            cu_set_tx_parity = 1;
            if (dp_div_max) begin
                cu_next_state = CU_STOP_BIT;
            end
            else begin
                cu_update_div_counter = 1;
            end
        end
        CU_STOP_BIT: begin
            cu_set_busy = 1;
            cu_set_tx_stop = 1;
            if (dp_div_max) begin
                if (dp_cells_done) begin
                    cu_next_state = CU_IDLE;
                end
                else begin
                    cu_update_cell_indices = 1;
                    cu_next_state = CU_NEXT_CELL;
                end
            end
            else begin
                cu_update_div_counter = 1;
            end
        end
        CU_NEXT_CELL: begin
            cu_set_busy = 1;
            cu_next_state = CU_START_BIT;
        end
    endcase
end
always @(posedge clk or posedge rst) begin
    if (rst) begin
        cu_state <= CU_IDLE;
    end
    else begin
        cu_state <= cu_next_state;
    end
end
always @(posedge clk or posedge rst) begin
    if (rst) begin
        dp_M00 <= 8'b0; dp_M01 <= 8'b0; dp_M02 <= 8'b0; dp_M03 <= 8'b0;
        dp_M10 <= 8'b0; dp_M11 <= 8'b0; dp_M12 <= 8'b0; dp_M13 <= 8'b0;
        dp_shift_reg <= 8'b0;
        dp_bit_counter <= 8'b0;
        dp_div_counter <= 8'b0;
        dp_parity_bit <= 1'b0;
        dp_tx_row <= 2'b0;
        dp_tx_col <= 2'b0;
        dp_tx_action <= 3'b0;
        dp_cells_to_send <= 4'b0;
        dp_cells_sent <= 4'b0;
        dp_tx <= 1'b1;
        dp_busy <= 1'b0;
        dp_cell <= 8'b0;
    end
    else begin
        if (cu_reset_counters) begin
            dp_bit_counter <= 8'b0;
            dp_div_counter <= 8'b0;
        end
        if (cu_load_matrix) begin
            case ({row, dp_col})
                3'b000: dp_M00 <= dp_d;
                3'b001: dp_M01 <= dp_d;
                3'b010: dp_M02 <= dp_d;
                3'b011: dp_M03 <= dp_d;
                3'b100: dp_M10 <= dp_d;
                3'b101: dp_M11 <= dp_d;
                3'b110: dp_M12 <= dp_d;
                3'b111: dp_M13 <= dp_d;
            endcase
        end
        if (cu_start_transmission) begin
            dp_tx_action <= dp_action;
            dp_tx_row <= row;
            dp_tx_col <= dp_col;
            dp_cells_sent <= 4'b0;
            case (dp_action)
                3'd2: dp_cells_to_send <= 4'd1;
                3'd3: dp_cells_to_send <= 4'd4;
                3'd4: dp_cells_to_send <= 4'd2;
                3'd5: dp_cells_to_send <= 4'd8;
                default: dp_cells_to_send <= 4'b0;
            endcase
        end
        if (cu_update_div_counter) begin
            dp_div_counter <= dp_div_counter + 1;
        end
        if (cu_load_shift_reg) begin
            case ({dp_tx_row, dp_tx_col})
                3'b000: dp_shift_reg <= dp_M00;
                3'b001: dp_shift_reg <= dp_M01;
                3'b010: dp_shift_reg <= dp_M02;
                3'b011: dp_shift_reg <= dp_M03;
                3'b100: dp_shift_reg <= dp_M10;
                3'b101: dp_shift_reg <= dp_M11;
                3'b110: dp_shift_reg <= dp_M12;
                3'b111: dp_shift_reg <= dp_M13;
            endcase
            dp_div_counter <= 8'b0;
        end
        if (cu_shift_enable) begin
            dp_shift_reg <= {1'b0, dp_shift_reg[7:1]};
            dp_div_counter <= 8'b0;
        end
        if (cu_update_bit_counter) begin
            dp_bit_counter <= dp_bit_counter + 1;
        end
        if (cu_calculate_parity) begin
            if (PAR == 1) begin
                dp_parity_bit <= ^dp_shift_reg;
            end
            else if (PAR == 2) begin
                dp_parity_bit <= ~(^dp_shift_reg);
            end
        end
        if (cu_update_cell_indices) begin
            dp_cells_sent <= dp_cells_sent + 1;
            case (dp_tx_action)
                3'd3: begin  
                    if (dp_tx_col == 2'd3) begin
                        dp_tx_col <= 2'd0;
                    end
                    else begin
                        dp_tx_col <= dp_tx_col + 1;
                    end
                end
                3'd4: begin  
                    if (dp_tx_row == 1'b1) begin
                        dp_tx_row <= 1'b0;
                    end
                    else begin
                        dp_tx_row <= dp_tx_row + 1;
                    end
                end
                3'd5: begin  
                    if (dp_tx_col == 2'd3) begin
                        dp_tx_col <= 2'd0;
                        if (dp_tx_row == 1'b1) begin
                            dp_tx_row <= 1'b0;
                        end
                        else begin
                            dp_tx_row <= dp_tx_row + 1;
                        end
                    end
                    else begin
                        dp_tx_col <= dp_tx_col + 1;
                    end
                end
            endcase
        end
        if (cu_set_tx_start) begin
            dp_tx <= 1'b0;
        end
        else if (cu_set_tx_data) begin
            dp_tx <= dp_shift_reg[0];
        end
        else if (cu_set_tx_parity) begin
            dp_tx <= dp_parity_bit;
        end
        else if (cu_set_tx_stop) begin
            dp_tx <= 1'b1;
        end
        if (cu_set_busy) begin
            dp_busy <= 1'b1;
        end
        else if (cu_clear_busy) begin
            dp_busy <= 1'b0;
        end
        case ({row, dp_col})
            3'b000: dp_cell <= dp_M00;
            3'b001: dp_cell <= dp_M01;
            3'b010: dp_cell <= dp_M02;
            3'b011: dp_cell <= dp_M03;
            3'b100: dp_cell <= dp_M10;
            3'b101: dp_cell <= dp_M11;
            3'b110: dp_cell <= dp_M12;
            3'b111: dp_cell <= dp_M13;
            default: dp_cell <= 8'b0;
        endcase
    end
end
assign tx = dp_tx;
assign busy = dp_busy;
assign {cell7, cell6, cell5, cell4, cell3, cell2, cell1, cell0} = dp_cell;
endmodule
==> GITHUB_STEP_SUMMARY <==
## Synthesis and layout report

| Metric | Value |
|---|---|
| Fin. Hold Viols | `0` |
| Core area | `19720 µm²` |
| Ys async rst share | `1.000` |
| Arrival time worst endpoint | `between 2 and 3 ns` |
| Unrepaired setup endpoints after global routing | `false` |
| Fmax | `about 390 MHz` |
| Num ports | `26` |
| Critical Path End Type | `flip-flop` |
| Basic Gates by Area | `0.1417` |
| MI comb area | `2907 µm²` |
| Compound-cell area share of the yosys netlist | `0.1585` |
| Hold WC Path Type | `flip-flop to flip-flop` |
| Vias per std cell | `5.349` |
| Initial antenna violation count | `0` |
| Mapped cell area | `6103 µm²` |
| TritonRoute pass-1 iters | `4` |
| Worst Path Required | `around 3.1 ns` |
| Outcome | `completed` |
| Xor/xnor share of the synthesized area | `0.01148` |
| Yosys top cell area share | `0.4756` |
| # hold bufs at CTS | `0` |
| Relative slew slack | `0.5508` |
| Clock Latency Late Sink | `0.41 ns` |
| Cell Rows | `51` |
| Total wire length | `15440 µm` |
| CTS HTree Levels | `4` |
| Cell taking the most area after synthesis | `dfrtp_1` |
| Layout cell share with drive strength beyond 1 | `0.2184` |
| Crit path launch type | `flip-flop` |
| TritonCTS Buffers | `17` |
| Slew @ Worst Pin | `0.6738 ns` |
| Post-synthesis instance total | `589` |
| Synth top area cells | `dfrtp_1 (48%), mux2_2 (12%), o21ai_0 (3.9%)` |
| All-Layer GR Usage | `0.1579` |
| Filler cell count | `1847` |
| Max Buffers Root-to-Sink | `2` |
| DRC errors left | `0` |
| Seq/Total Area, Yosys | `0.4842` |
| Peak supply drop | `0.0003565 V` |
| Number of enable flip-flop cells | `0` |
| Synth warn | `1` |
| Post-CTS Resized | `0` |
| DR iter-0 viols | `274` |
| Starting Density | `0.3095` |
| Syn_area_per_cell | `10.36 µm²` |
| Min Tclk post-route | `2.552 ns` |
| Area reported by Yosys stat | `6103 µm²` |
| Register area | `2955 µm²` |
| Vias in the first global route | `4627` |
| Top Layout Cells | `dfrtp_1 (116), mux2_2 (63), nand2_1 (49)` |
| Clock Skews | `0.01034 ns` |
| Clock-pin slew on the worst setup and hold paths | `0.05 ns` |
| Area Growth Syn to Fin | `21.40%` |
| Ant diodes | `0` |
| CP max FO | `11` |
| Overflow after GRT | `0` |
| PortBufs | `25` |
| Yosys stat cell total | `between 500 and 600` |
| Root Driver | `clkbuf_16` |
| Setup CP Type | `flip-flop to flip-flop` |
| Sink Count | `118` |
| Adder Share, Synth | `0.02460` |
| Final Max Slew Viols | `0` |
| Max-cap violations | `0` |
| Final tally of setup violations | `0` |
| First-pass GRT wire length | `24850 µm` |
| Synth Flop Type | `dfrtp_1` |
| Wire per inst | `around 17 µm` |
| Main logic family | `AND-OR/OR-AND gates` |
| Pwr Density | `709.7 nW/µm²` |
| DP Wirelength | `10440 µm` |
| Vias | `between 4000 and 5000` |
| Chip width | `144.6 µm` |
| Die H | `144.6 µm` |
| Synth mux share | `0.1400` |
| WHS | `0.4596 ns` |
| Final period util | `0.9114` |
| Log Warnings | `31` |
| Routability Congestion | `roughly 0.89` |
| Antenna Nets Post-Route | `0` |
| Die ar. | `between 20000 and 25000 µm²` |
| Yosys reg bits | `118` |
| Top cell excl fill/tap | `dfrtp_1` |
| CTS tree | `done` |
| Largest net degree at the start of global routing | `roughly 120` |
| Post-CTS Setup Bufs | `0` |
| Leak | `between 3 and 4 nW` |
| Setup TNS Final | `0 ns` |
| Yosys cell types | `67` |
-- final timing paths --
| check | cells after the start | from | endpoint | slack, ns |
|---|---|---|---|---|
| worst min register to register | 1 | cu_state[4]$_DFF_PP0_ | cu_state[3]$_DFF_PP0_ | 0.46 |
| worst max-delay path | 8 | dp_tx_col[0]$_DFF_PP0_ | dp_shift_reg[6]$_DFFE_PP0P_ | 0.25 |
| max in group asynchronous | 3 | rst | dp_cell[0]$_DFF_PP0_ | 1.60 |
| worst min-delay path | 1 | cu_state[4]$_DFF_PP0_ | cu_state[3]$_DFF_PP0_ | 0.46 |
| worst max register to register | 8 | dp_tx_col[0]$_DFF_PP0_ | dp_shift_reg[6]$_DFFE_PP0P_ | 0.25 |
| min in group asynchronous | 3 | rst | dp_M02[1]$_DFFE_PP0P_ | 0.66 |
-- cell families (layout without fill, tap and decap cells) --
| logic type | Yosys count | in the layout |
|---|---|---|
| DFF | 118 | 118 |
| and+or+nand+nor | 172 | 172 |
| muxes | 75 | 75 |
| AOI/OAI and AO/OA | 144 | 144 |
| xor gates and xnor gates | 8 | 8 |
| buffers and inverters | 60 | 112 |
| adders and majority gates | 12 | 12 |
-- synthesized netlist by cell type, types with 3 or more instances --
| cell type | instances |
|---|---|
| nor4_1 | 3 |
| nand2_1 | 49 |
| nand3_1 | 33 |
| mux2i_1 | 10 |
| a21o_1 | 3 |
| a22oi_1 | 13 |
| xor2_1 | 5 |
| or3_1 | 4 |
| o211ai_1 | 3 |
| and3_1 | 6 |
| clkbuf_1 | 28 |
| a22o_1 | 8 |
| nor3_1 | 7 |
| buf_1 | 3 |
| a31oi_1 | 3 |
| ha_1 | 12 |
| dfrtp_1 | 116 |
| buf_2 | 4 |
| mux2_2 | 63 |
| nor2_1 | 34 |
| a21oi_1 | 19 |
| o21ai_0 | 48 |
| inv_1 | 22 |
| o22ai_1 | 4 |
| nand2b_1 | 7 |
| a221o_1 | 3 |
| xnor2_1 | 3 |
| nand3b_1 | 3 |
| nor2b_1 | 5 |
| a221oi_1 | 17 |
| nor3b_1 | 5 |
-- per-stage QoR --
stage | area (µm²) | cells | util | power (mW) | worst slack, ns
6_report | 7410 | 906 | 0.3758 | 5.258 | 0.2480
5_1_grt | 7410 | 906 | 0.3758 | 5.511 | 0.02637
4_1_cts | 7410 | 906 | 0.3758 | 5.303 | 0.2501
3_5_place_dp | 6794 | 875 | 0.3446 | 3.035 | 0.1036
3_3_place_gp | 6794 | 875 | 0.3446 | 3.007 | 0.1206
2_1_floorplan | 6107 | 589 | - | 2.684 | 0.5401
-- power breakdown --
part,switching (mW),internal (mW)
Sequential,0.150,1.87
Clock,0.772,1.47
Combinational,0.611,0.391
-- worst max-delay path, stage by stage, from the launching register on --
cell and delay, ns:
dfrtp_1 0.41, inv_1 0.12, ha_1 0.51, nor3_1 0.13, a21o_2 0.29, a2111oi_0 0.44, buf_4 0.20, nor4_1 0.04
a221o_1 0.28
-- final cells by class --
class                           instances  share of cell area
Clock buffer                           20             0.06299
Clock inverter                         11             0.02009
Inverter                               23             0.01216
Multi-Input combinational cell        411              0.3923
Sequential cell                       118              0.3989
Tap cell                              265             0.04475
Timing Repair Buffer                   58             0.06890
-- routing by layer --
metal	global-route usage	routed length (µm)
met4	0.01939	157
met5	0	0
met1	0.2369	7230
met2	0.2389	7039
met3	0.04248	1013
Power and IR drop assume default switching activity.
